[./design.v]
module butterfly(
    input wire signed [15:0] xr,
    input wire signed [15:0] xi,
    input wire signed [15:0] yr,
    input wire signed [15:0] yi,
    input wire signed [15:0] wr,
    input wire signed [15:0] wi,
    output wire signed [15:0] out1r,
    output wire signed [15:0] out1i,
    output wire signed [15:0] out2r,
    output wire signed [15:0] out2i
);
    wire signed [31:0] temp1r = xr + yr;
    wire signed [31:0] temp1i = xi + yi;
    wire signed [31:0] temp2r = xr - yr;
    wire signed [31:0] temp2i = xi - yi;
    wire signed [31:0] temp3r = (temp2r * wr - temp2i * wi) >>> 15;
    wire signed [31:0] temp3i = (temp2r * wi + temp2i * wr) >>> 15;
    assign out1r = temp1r[15:0];
    assign out1i = temp1i[15:0];
    assign out2r = temp3r[15:0];
    assign out2i = temp3i[15:0];
endmodule
[./run.sh]
#!/bin/bash
# OpenROAD 26Q1-2900-gdf79404cd8, Yosys 0.63+post, stock flow scripts
make -C /OpenROAD-flow-scripts/flow DESIGN_CONFIG=/design/flow/config.mk WORK_HOME=/design/flow/orfs finish
[./config.mk]
export PLATFORM = sky130hd
export DESIGN_NAME = butterfly
export DESIGN_NICKNAME = butterfly
export VERILOG_FILES = /design/flow/design.v
export SDC_FILE = /design/flow/constraint.sdc
export NUM_CORES = 4
export LEC_CHECK = 1
export CORE_UTILIZATION = 50
[./constraint.sdc]
current_design butterfly

set clk_period 33.7
set clk_io_pct 0.2

create_clock -name clk0 -period $clk_period

set non_clock_inputs [all_inputs -no_clocks]
set_input_delay [expr $clk_period * $clk_io_pct] -clock clk0 $non_clock_inputs
set_output_delay [expr $clk_period * $clk_io_pct] -clock clk0 [all_outputs]
==> impl_metrics.toml <==
# synthesis and place-and-route metrics
[pwr]
power_report.internal_total_w = 0.0197
power.density_nw_per_um2 = 803
vdd_drop_max_mv = 1.85
power.switching_w = 0.0167
netSwitchingFraction_pct = 45.9
leakagePower_nw = 23.4

[grt]
grt_max_degree = 36
gr-total-overflow = 0
grt_pass1_vias = 32000
grt_antenna_before_repair = 0
grt_pass1_wl_um = 172000
grt.total_usage_pct = 27.8

[cells_and_area]
num-fill-cells = 7700
seq_cell_count = 0
final_util_pct = 54.1
mostFrequentLayoutCell = "inv_1"
clock_buffers = 0
synthToLayoutAreaGrowth_pct = 6.84
regArea_um2 = 0
drive_gt1_share_pct = 2.64
final_cell_mix = "1376 x inv_1, 1127 x fa_1, 520 x and2_1"

[synth]
syn_area_um2 = 42500
avgSynthCellArea_um2 = 9.02
yosys-stat-cells = 4714
ys.warnings.count = 0
synth_seq_share_pct = 0
synth_chip_area_um2 = 42500
syn_inst = 4714
synth.distinct_cells = 71

[final_timing]
period_minus_slack_ns = 24.02
setup_viol = 0
hold_viol = 0
post-route-period-util_pct = 71.3
max_slew_margin_pct = 40.0
worst_pin_slew_ns = 0.891
fin_tns_setup_ns = 0
drv_slew = 0
rsz0062_at_grt = "false"
max_freq_mhz = 41.6

[setup_path]
cp-start-kind = "input port"
critPathTopFamily = "adder cells"
path_common_cell = "fa_1"
crit_path_max_fanout = 30
critPathKind = "input port to output port"
worstPathRequired_ns = 26.96
critPathBufInv = 8
worst_path_max_delay_cell = "and2_1"
end_kind = "output port"
critPathArrivalTime_ns = 17.28
worst_path_largest_cell_delay_ns = 0.62

[floorplanning]
ioPinCount = 160
fp-utilization_pct = 50.7
core_area_um2 = 84000
die_area_um2 = 86200
fp.dieW_um = 294
die_y_um = 294
num_rows = 106

[route]
ant_nets = 0
wl_per_cell_um = 17.3
remaining_drc_errors = 0
first_iter_violations = 955
drtPass1Iterations = 5
dr_total_vias = 29100
viasPerCell = 4.97
wl_um = 101000

[clock_network]
cts_hold_buf = 0
ctsResizeCount = 0
post-cts-setup-buffers = 0

[placed_design]
gp_congestion = 0.899
hpwl_um = 78900
port_buffers = 160

[outcome]
status = "finished, final reports clean"

[run]
drv_cap = 0
warnings = 65

[hold_path]
hold_path_class = "input port to output port"
metal layers:
metal  track usage [%]  vias to the layer above  routed length [um]
met5             0.227                        -                   0
met2              45.9                      890               51900
li1                  -                    13300                   -
met3              6.85                       80                6980
met4              3.43                        0                1790
met1              40.8                    14800               40700
worst min-delay path, cell delays in order:
cell	delay [ns]
clkdlybuf4s50_1	0.42
inv_1	0.14
fa_1	0.18
inv_1	0.04
clkdlybuf4s50_1	0.39
worst paths after layout:
check / start / endpoint / slack (ns) / cells past startpoint
hold / removal: yi[1] / out1i[1] / 14.65 / 5
setup / recovery: yi[0] / out2i[15] / 9.68 / 35
layout make-up:
cell class / instances / area [um2] / share of cell area, %
diodes: 1 / 2.50 / 0.00551
multi-input cells: 3121 / 36700 / 80.8
inverters: 1377 / 5170 / 11.4
repair buffers: 233 / 2150 / 4.73
well taps: 1134 / 1420 / 3.12
cells by family (layout without fill, tap and decap cells):
kind of cell / count (synthesis) / after routing / share of synthesized area (%)
other: 0 / 1 / 0
AOI/OAI and AO/OA: 198 / 198 / 3.13
muxes: 2 / 2 / 0.0471
buffers and inverters: 1593 / 1610 / 14.1
adders and majority gates: 1503 / 1503 / 64.1
and+or+nand+nor: 1253 / 1253 / 15.1
xor gates and xnor gates: 165 / 165 / 3.51
power by group through the flow:
stage | clock network [W] | registers [W] | logic (W)
4_1_cts | 0 | 0 | 0.0373
5_1_grt | 0 | 0 | 0.0417
stage by stage:
stage / cells / hold slack, ns / total power [W] / instance area (um2) / setup WS [ns]
2_1_floorplan: 4714 / 13.71 / 0.0216 / 42500 / 11.68
3_3_place_gp: 5865 / 14.66 / 0.0370 / 45400 / 9.68
3_5_place_dp: 5865 / 14.67 / 0.0371 / 45400 / 9.60
4_1_cts: 5865 / 14.67 / 0.0373 / 45400 / 9.56
5_1_grt: 5865 / 14.73 / 0.0417 / 45400 / 8.82
6_report: 5866 / 14.65 / 0.0365 / 45400 / 9.68
Yosys cell counts, types with 3 or more instances:
cell / count / share of area (%)
a211oi_1: 6 / 0.11
a21boi_0: 3 / 0.053
a21o_1: 17 / 0.30
a21oi_1: 67 / 0.79
a21oi_2: 5 / 0.10
a221oi_1: 3 / 0.062
a31oi_1: 6 / 0.088
and2_1: 520 / 7.6
and3_1: 9 / 0.13
buf_2: 15 / 0.18
clkbuf_1: 198 / 1.7
fa_1: 1127 / 53
ha_1: 376 / 11
inv_1: 1376 / 12
nand2_1: 489 / 4.3
nand2b_1: 27 / 0.40
nand3_1: 20 / 0.24
nand4_1: 3 / 0.044
nor2_1: 84 / 0.74
nor2b_1: 57 / 0.84
nor3_1: 20 / 0.24
nor3_2: 3 / 0.071
nor4b_1: 3 / 0.062
o2111ai_1: 4 / 0.082
o211ai_1: 3 / 0.053
o21a_1: 6 / 0.11
o21ai_0: 18 / 0.21
o21ai_1: 12 / 0.14
o21bai_1: 18 / 0.32
or3_1: 4 / 0.059
xnor2_1: 122 / 2.5
xnor3_1: 3 / 0.16
xor2_1: 39 / 0.80
Power and IR drop assume default switching activity.
